==> flow/design.v <==
module clkgen( input    clk_in,
               output   clk_out );
reg [27:0] counter = 28'd0;
always @(posedge clk_in)
begin
    counter <= counter + 1'b1;
end
assign clk_out = counter[27];
endmodule
`timescale 1ns / 1ps
module seven_seg(
    input [7:0] a,
    input clk,
    input rst,
    input sel,
    output reg [6:0] seg_L,
    output reg [3:0] anode_L     
    );
	wire [1:0] seg7_clk;
    wire [7:0] x;
	reg [19:0] count;      
    reg [3:0] selnum;
    always@(posedge(clk))
	   if (rst)         
		  count <= 20'b0;
	   else
		  count <= count+1'b1;
	assign seg7_clk = count[19:18];	   
	assign x = (sel) ? {benchNo_Hi, benchNo_Lo} : a;
    always @ *          
    begin
        anode_L=4'b1111;        
        case (seg7_clk)    
            	2'd0 :  begin
                        anode_L=4'b1110;
                        selnum = x[3:0];
                    end
            	2'd1 :  begin
                        anode_L=4'b1101;
                        selnum = x[7:4];
                    end
            	2'd2 :  begin
                        anode_L=4'b1111;     
                        selnum = 4'd0;
                    end
            	2'd3 :  begin
                        anode_L=4'b1111;     
                        selnum = 4'd0;
                    end
        endcase
    end
    always @*
    begin
        case (selnum)
            4'd0  : seg_L = 7'b100_0000;
            4'd1  : seg_L = 7'b111_1001;
            4'd2  : seg_L = 7'b010_0100;
            4'd3  : seg_L = 7'b011_0000;            
            4'd4  : seg_L = 7'b001_1001;
            4'd5  : seg_L = 7'b001_0010;
            4'd6  : seg_L = 7'b000_0010;
            4'd7  : seg_L = 7'b111_1000;
            4'd8  : seg_L = 7'b000_0000;
            4'd9  : seg_L = 7'b001_0000;
            4'd10 : seg_L = 7'b000_1000;
            4'd11 : seg_L = 7'b000_0011;
            4'd12 : seg_L = 7'b100_0110;
            4'd13 : seg_L = 7'b010_0001;
            4'd14 : seg_L = 7'b000_0110;
            4'd15 : seg_L = 7'b000_1110;        
            default:seg_L = 7'b111_1111;
        endcase
    end	
    wire [3:0] benchNo_Hi = 4'd1;   
    wire [3:0] benchNo_Lo = 4'd4;    
endmodule
`timescale 1ns / 1ps
module lab1_FSM(
    input  wire clk,
    input  wire rst,        
    input  wire fifty,      
    input  wire dollar,     
    input  wire cancel,     
    output reg  insert_coin,
    output reg  money_return,
    output reg  dispense,
    output reg [1:0] st      
);
    parameter INIT   = 2'd0;
    parameter S50c   = 2'd1;
    parameter VEND   = 2'd2;
    parameter RETURN = 2'd3;
    reg [1:0] nst;
    always @(posedge clk) begin
        if (rst) begin
            st <= INIT;
        end else begin
            st <= nst;
        end
    end
    always @* begin
        nst          = st;
        insert_coin  = 1'b0;
        money_return = 1'b0;
        dispense     = 1'b0;
        case (st)
            INIT: begin
                insert_coin = 1'b1;       
                if (fifty)  nst = S50c;   
                if (dollar) nst = VEND;   
                if (cancel) nst = INIT;   
            end
            S50c: begin
                insert_coin = 1'b1;       
                if (fifty)  nst = VEND;    
                if (dollar) nst = RETURN;  
                if (cancel) nst = RETURN;  
            end
            VEND: begin
                dispense = 1'b1;          
                nst      = VEND;          
            end
            RETURN: begin
                money_return = 1'b1;      
                nst          = INIT;      
            end
            default: begin
                nst = INIT;
            end
        endcase
    end
endmodule
`timescale 1ns / 1ps
module top_FSM( input clk, rst, fifty, dollar, cancel, 
					 input sel,
                output insert_coin, money_return, dispense,
					 output sClk,
					 output [3:0] anode_L,
					 output [6:0] seg_L);
	 wire [1:0] st;
	 lab1_FSM U1 (.clk(sClk), .rst(rst), .fifty(fifty), .dollar(dollar), .cancel(cancel),
						.insert_coin(insert_coin), .money_return(money_return), .dispense(dispense), .st(st));
	 clkgen   U5 (.clk_in(clk), .clk_out(sClk));
	 seven_seg U6 (.a({2'b00,st}), .clk(clk), .rst(rst), .sel(sel), .anode_L(anode_L), .seg_L(seg_L));
endmodule
==> flow/run.sh <==
#!/bin/bash
# OpenROAD 26Q1-2900-gdf79404cd8, Yosys 0.63+post, stock flow scripts
make -C /OpenROAD-flow-scripts/flow DESIGN_CONFIG=/design/flow/config.mk WORK_HOME=/design/flow/orfs finish
==> flow/config.mk <==
export PLATFORM = sky130hd
export DESIGN_NAME = top_FSM
export DESIGN_NICKNAME = top_FSM
export VERILOG_FILES = /design/flow/design.v
export SDC_FILE = /design/flow/constraint.sdc
export NUM_CORES = 4
export LEC_CHECK = 1
export CORE_UTILIZATION = 40
==> flow/constraint.sdc <==
current_design top_FSM

set clk_period 4.7
set clk_io_pct 0.2

create_clock -name clk0 -period $clk_period [get_ports {clk}]

set non_clock_inputs [all_inputs -no_clocks]
set_input_delay [expr $clk_period * $clk_io_pct] -clock clk0 $non_clock_inputs
set_output_delay [expr $clk_period * $clk_io_pct] -clock clk0 [all_outputs]
==> flow_metrics.py <==
# Auto-generated metrics
metrics = {
    "synth": {
        "largest_area_cell": "dfxtp_1",
        "synth_flops": 50,
        "yosys.stat.seqShare_pct": 43.4,
        "synth_top_area_share_pct": 43.4,
        "synthArstFlopShare_pct": 0,
        "syn_area_per_cell_um2": 9.16,
        "yosys-top-cells-count": "50 x dfxtp_1, 32 x xnor2_1, 24 x nor2_1, 16 x nand3_1, 16 x nand4_1",
        "top_cell": "dfxtp_1",
        "netlist_area_um2": 2310,
        "ys_cells": 252,
        "synth_cells": 252,
        "yosys_warnings": 4,
        "ff_type": "dfxtp_1",
        "synth-area-yosys_um2": 2310,
        "synth_cell_types": 38,
        "edf_count": 0,
        "top_cells_by_area": "dfxtp_1 43%, xnor2_1 12%, ha_1 6.5%, nand4_1 4.3%, nor2_1 3.9%",
    },
    "timing": {
        "rsz0062_at_grt": "no",
        "unclocked_regs": 2,
        "max-slew-margin-rel_pct": 60.1,
        "whs_ns": 0.432,
        "tightest_slew_ns": 0.594,
        "finalHoldViolations": 0,
        "fmax_mhz": 257,
        "fin_crit_sh_pct": 82.9,
        "fin_crit_ns": 3.90,
        "tns_ns": 0,
        "finalSetupViolations": 0,
        "fin_ws_ns": 0.804,
        "untimed_endpoints": 5,
        "skew_ns": 0.00545,
        "slew_violations": 0,
    },
    "placed_design": {
        "dp_slack_ns": 0.802,
        "io_buffers": 18,
        "dpl.hpwl_um": 2520,
        "place.gp.congestion": 0.748,
    },
    "critical_path": {
        "start_kind": "input pin",
        "startpoint": "sel",
        "reg2reg_from": "U6.count[0]",
        "critPathTopFamily": "buffers and inverters",
        "worstPathRequired_ns": 3.76,
        "end_kind": "output pin",
        "critPathKind": "input pin to output pin",
        "reg2reg_slack_ns": 2.67,
        "timing.rr.end": "U6.count[18]",
        "r2r_cells": 5,
        "cpMostUsedCell": "clkdlybuf4s50_1",
        "crit_fanout": 6,
        "crit_chain": "clkdlybuf4s50_1 > or3_1 > a21o_1 > ha_1 > inv_1 > o21ai_0 > clkdlybuf4s50_1",
        "cp.arrival_ns": 2.96,
        "slowest_delay_ns": 0.50,
        "crit_slowest_cell": "clkdlybuf4s50_1",
        "critPathBufInv": 3,
    },
    "clocking": {
        "cts_resized": 0,
        "root_buffer": "clkbuf_8",
        "cts_setup_buffers": 0,
        "cts_buffers": 5,
        "ctsLongestPathBuffers": 2,
        "ctsHoldBuffers": 0,
        "clkTransAtPathRegs_ns": 0.09,
        "clk_latency_ns": 0.29,
        "htreeDepth": 2,
        "cts_tree": "yes",
    },
    "die": {
        "fp.dieH_um": 77.9,
        "pin_count": 21,
        "fp_util_pct": 41.6,
        "dieWidth_um": 77.9,
        "rows": 27,
        "chipArea_um2": 6080,
        "coreArea_um2": 5540,
    },
    "cells_and_area": {
        "final_layout_size_suffix_gt1_share_pct": 5.86,
        "final_core_util_pct": 47.8,
        "area_delta_synth_final_pct": 14.9,
    },
    "detailed_routing": {
        "drt-total-wl_um": 3550,
        "drc": 0,
        "first_iter_violations": 65,
        "drt-wirelength-per-cell_um": 10.3,
        "diodes": 0,
        "dr.pass1.iters": 4,
        "vias": 1634,
        "final_antenna_net_count": 0,
        "vias_per_cell": 4.74,
    },
    "pwr": {
        "p_leak_nw": 0.885,
        "p_per_area_nw_per_um2": 273,
        "ir_worst_vdd_uv": 204,
        "p_total_w": 0.000723,
    },
    "global_route": {
        "antenna_found_initial": 0,
        "grt_pass1_wl_um": 6220,
        "grt_overflow_total": 0,
        "grt_usage_pct": 12.6,
        "grt_max_degree": 24,
        "first_global_vias": 1447,
    },
    "run": {
        "drv_cap": 0,
        "warning_count": 33,
    },
    "run_status": {
        "status": "complete, no violations",
    },
    "worst_hold_path": {
        "hp-class": "flip-flop to flip-flop",
        "worst_hold_path.endpoint": "U5.counter[0]",
        "min_from": "U5.counter[0]",
        "whs_path_depth": 1,
    },
}
final cells by class:
| cell class | count | area (um^2) |
|---|---|---|
| fill | 519 | 2890 |
| multi-input combinational | 181 | 1200 |
| sequential | 50 | 1000 |
| timing repair buffer | 20 | 195 |
| tap | 72 | 90.1 |
| clock buffer | 5 | 68.8 |
| inverter | 14 | 52.6 |
| clock inverter | 3 | 42.5 |
kinds of logic after synthesis:
group,after synthesis,share of synthesized area [%]
buffers and inverters,22,4.77
xor gates and xnor gates,37,14.0
other,1,0.163
AOI/OAI and AO/OA,24,6.18
and+or+nand+nor,106,24.9
DFF,50,43.4
adders and majority gates,12,6.51
cell usage in the layout, fill, tap and decap left out, types with 6 or more instances in the layout:
master            n
or3_1             6
clkdlybuf4s50_1  18
nand4_1          16
ha_1             12
a21oi_1           8
xnor2_1          32
nand2_1          14
dfxtp_1          50
nand3_1          16
inv_1            14
o21ai_0           8
nor3_1            7
nor2_1           24
stage by stage:
| step | area (um^2) | std cells |
|---|---|---|
| floorplan | 2310 | 253 |
| global placement | 2540 | 337 |
| detailed placement | 2540 | 337 |
| CTS | 2650 | 345 |
| global route | 2650 | 345 |
| finish | 2650 | 345 |
where the power goes:
| part | switching, W | internal [W] | total [W] | leakage [nW] |
|---|---|---|---|---|
| Clock | 0.000133 | 0.000157 | 0.000290 | 0.0541 |
| Combinational | 0.00000932 | 0.0000124 | 0.0000217 | 0.427 |
| Sequential | 0.00000254 | 0.000409 | 0.000411 | 0.403 |
| Total | 0.000144 | 0.000578 | 0.000723 | 0.885 |
worst max-delay path by stage:
stage	to	slack (ns)	cells past startpoint
6_report	seg_L[3]	0.80	7
5_1_grt	seg_L[3]	0.63	7
4_1_cts	seg_L[3]	0.81	7
state kept, by name, indices dropped and copies added, names as in the netlist:
signal      cells
U5.counter     28
U6.count       20
U1.st           2
per-layer routing:
layer,share of wire (%),vias up,GRT usage (%)
met4,0.65,0,1.30
met2,41,12,19.2
met5,0,-,0
met1,56,714,19.8
li1,-,906,-
met3,2.5,2,2.39
Power is estimated from default activity; no workload was simulated.
